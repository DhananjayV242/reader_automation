### ./design.v
`timescale 1ns / 1ps
module FA4(
   A,
   B,
   Cin,
   Sum,
   Cout
   );
	input  [3:0] A;
	input  [3:0] B;
	input Cin;
	output [3:0] Sum;
	output Cout;
	wire [2:0] carry; 
	assign Sum[0] = A[0] ^ B[0] ^ Cin;
	assign carry[0] = (A[0] & B[0]) | (A[0] & Cin) | (B[0] & Cin);
	assign Sum[1] = A[1] ^ B[1] ^ carry[0];
	assign carry[1] = (A[1] & B[1]) | (A[1] & carry[0]) | (B[1] & carry[0]);
	assign Sum[2] = A[2] ^ B[2] ^ carry[1];
	assign carry[2] = (A[2] & B[2]) | (A[2] & carry[1]) | (B[2] & carry[1]);
	assign Sum[3] = A[3] ^ B[3] ^ carry[2];
	assign Cout = (A[3] & B[3]) | (A[3] & carry[2]) | (B[3] & carry[2]);
endmodule  
### ./run.sh
#!/bin/bash
# OpenROAD 26Q1-2900-gdf79404cd8, Yosys 0.63+post, stock flow scripts
make -C /OpenROAD-flow-scripts/flow DESIGN_CONFIG=/design/flow/config.mk WORK_HOME=/design/flow/orfs finish
### ./config.mk
export PLATFORM = sky130hd
export DESIGN_NAME = FA4
export DESIGN_NICKNAME = FA4
export VERILOG_FILES = /design/flow/design.v
export SDC_FILE = /design/flow/constraint.sdc
export NUM_CORES = 4
export LEC_CHECK = 1
export CORE_AREA = 10 10 70 70
export DIE_AREA = 0 0 80 80
### ./constraint.sdc
current_design FA4

set clk_period 2.3
set clk_io_pct 0.2

create_clock -name clk0 -period $clk_period

set non_clock_inputs [all_inputs -no_clocks]
set_input_delay [expr $clk_period * $clk_io_pct] -clock clk0 $non_clock_inputs
set_output_delay [expr $clk_period * $clk_io_pct] -clock clk0 [all_outputs]
==> out/summary.json <==
{
  "run_status": "complete, but fails checks",
  "violations": "setup timing",
  "global_route.overflow_total": 0,
  "drt_wl_total_um": 454,
  "postCtsSetupRepairBufs": 0,
  "dp.cells": 74,
  "design_area_um2": 315,
  "place_congestion": 0.827,
  "rsz0062_at_grt": "yes",
  "cp-end-kind": "primary output",
  "fin_total_pwr_uw": 53.5,
  "rows": 21,
  "crit_top_cell": "fa_2",
  "antenna_violations_before_repair": 0,
  "firstDrtPassIters": 2,
  "synth.avg_cell_area_um2": 8.40,
  "xor_share_pct": 0,
  "timing.critical_path.cells": "buf_6, inv_4, fa_2, inv_2, fa_2, fa_2, inv_2, fa_1, inv_1, buf_2",
  "period_minus_slack_ps": 2550,
  "die-width_um": 80,
  "synthSimpleGateAreaFrac_pct": 0,
  "worst_pin_slew_ps": 94.9,
  "drive_gt1_share_pct": 50.0,
  "cell_pwr_density_mw_per_mm2": 170,
  "grt_pass1_vias": 111,
  "synthesis.instances": 14,
  "fp.coreArea_mm2": 0.00342,
  "final_util_pct": 9.23,
  "io_buffer_count": 14,
  "slew_violations": 0,
  "synth-cells-yosys": 14,
  "vias_per_cell": 1.69,
  "slew-limit-headroom_pct": 93.7,
  "worst_ep_required_time_ps": 1840,
  "min_path_type": "in2out",
  "final_hold_viol_count": 0,
  "design.seq.count": 0,
  "mux_share_pct": 0,
  "route.detailed.drc": 0,
  "final_antenna_net_count": 0,
  "routed-via-count": 125,
  "largest_net_degree_at_the_start_of_global_routing": 2,
  "finalCritPeriodShare_pct": 111,
  "cpLargestDelayFamily": "adder cells",
  "whs_path_depth": 3,
  "arrival_ps": 2090,
  "final_setup_violation_count": 2,
  "critical_path_class": "in2out",
  "worstSetupStartpointType": "input pin",
  "die_area_mm2": 0.00640,
  "post_synth_ao_oa_area_fraction_pct": 0,
  "hp-start": "B[1]",
  "path_buffers": 6,
  "synth.comb.largest_family": "adder cells",
  "antenna_cells_inserted": 0,
  "seq_area_frac_synth_pct": 0,
  "layout_setup_ws_ps": -253,
  "dieHeight_um": 80,
  "place_area_um2": 320,
  "synthDistinctLibCells": 2,
  "pre_cts_slack_ps": -1030,
  "detail_route.wl_per_cell_um": 6.14,
  "n_clock_buffer": 0,
  "setup_tns_ps": -333,
  "first_iter_violations": 1,
  "hold_slack_ps": 1530,
  "syn_area_um2": 118,
  "fa_ha_area_share_pct": 68.1,
  "power.ir.vdd_worst_v": 0.0000207,
  "hold_end": "Sum[1]",
  "mostFrequentLayoutCells": "5 x inv_1, 5 x clkdlybuf4s50_1",
  "path_max_fanout": 1,
  "max_clock_freq_mhz": 392,
  "slowest_stage": "fa_1",
  "syn2layout_area_growth_pct": 168,
  "groute.usage.overall_pct": 1.30,
  "critical-path-max-stage-delay_ps": 390,
  "grt_pass1_wl_um": 648,
  "static-leakage-power_nw": 0.141,
  "ff_latch_area_um2": 0,
  "fp-utilization_pct": 3.44,
  "log.warning_count": 35,
  "synth_warnings": 0,
  "post_cts_hold_buffer_count": 0,
  "ys_chip_area_um2": 118,
  "cap_viol_max_count": 0,
  "post_layout_nonfiller_instances": 74,
  "floorplan.io_pins": 14
}
==> cell type report <==
class / count / area [µm²]
tap: 46 / 57.6
fill: 407 / 3100
inverter: 10 / 45.0
multi-input combinational: 4 / 87.6
timing repair buffer: 14 / 125
==> how the worst max path moves through the flow <==
stage / slack, ps / depth (start not counted) / endpoint / from
CTS: -340 / 10 / Sum[3] / Cin
global route: -340 / 10 / Sum[3] / A[0]
finish: -250 / 10 / Sum[3] / A[0]
==> power by group <==
group	switching (mW)	leakage (nW)	internal (mW)	total (mW)
logic	0.0186	0.141	0.0348	0.0535
clock network	0	0	0	0
registers	0	0	0	0
total	0.0186	0.141	0.0348	0.0535
==> repair_timing <==
action	in CTS	in global routing
hold endpoints to repair	0	0
pin swaps	4	4
resized	32	2
endpoints found under the setup margin	5	3
==> layer usage <==
| layer | global-route usage [%] | up-vias | routed length, µm |
|---|---|---|---|
| met5 | 0 | - | 0 |
| met4 | 0 | 0 | 0 |
| met3 | 0.682 | 0 | 70 |
| met2 | 2.01 | 9 | 200 |
| met1 | 1.68 | 56 | 183 |
| li1 | - | 60 | - |
==> synthesized netlist by cell type, drive strengths merged <==
library cell	number	area (µm²)
inv	10	37.5
fa	4	80.1
==> kinds of logic (layout without fill, tap and decap cells) <==
logic type	count (synthesis)	count (layout)
adder cells (fa/ha/maj)	4	4
buffers and inverters	10	24
Power and IR drop assume default switching activity.
