### design/flow/config.mk
export PLATFORM = sky130hd
export DESIGN_NAME = fa4
export DESIGN_NICKNAME = fa4
export VERILOG_FILES = /design/flow/design.v
export SDC_FILE = /design/flow/constraint.sdc
export NUM_CORES = 4
export LEC_CHECK = 1
export CORE_AREA = 10 10 70 70
export DIE_AREA = 0 0 80 80
### design/flow/constraint.sdc
current_design fa4

set clk_period 3.8
set clk_io_pct 0.2

create_clock -name clk0 -period $clk_period

set non_clock_inputs [all_inputs -no_clocks]
set_input_delay [expr $clk_period * $clk_io_pct] -clock clk0 $non_clock_inputs
set_output_delay [expr $clk_period * $clk_io_pct] -clock clk0 [all_outputs]
### design/flow/design.v
`timescale 1ns / 1ps
module fa4(
   A,
   B,
   Cin,
   Sum,
   Cout
   );
	input  [3:0] A;
	input  [3:0] B;
	input Cin;
	output [3:0] Sum;
	output Cout;
	wire [2:0] carry; 
	assign Sum[0] = A[0] ^ B[0] ^ Cin;
	assign carry[0] = (A[0] & B[0]) | (A[0] & Cin) | (B[0] & Cin);
	assign Sum[1] = A[1] ^ B[1] ^ carry[0];
	assign carry[1] = (A[1] & B[1]) | (A[1] & carry[0]) | (B[1] & carry[0]);
	assign Sum[2] = A[2] ^ B[2] ^ carry[1];
	assign carry[2] = (A[2] & B[2]) | (A[2] & carry[1]) | (B[2] & carry[1]);
	assign Sum[3] = A[3] ^ B[3] ^ carry[2];
	assign Cout = (A[3] & B[3]) | (A[3] & carry[2]) | (B[3] & carry[2]);
endmodule  
### design/flow/run.sh
#!/bin/bash
# OpenROAD 26Q1-2900-gdf79404cd8, Yosys 0.63+post, stock flow scripts
make -C /OpenROAD-flow-scripts/flow DESIGN_CONFIG=/design/flow/config.mk WORK_HOME=/design/flow/orfs finish
==> flow_summary.html <==
<h2>Implementation results</h2>
<table>
<tr><th>Metric</th><th>Value</th></tr>
<tr><th colspan="2">Synth</th></tr>
<tr><td>Synth Seq Share</td><td>0</td></tr>
<tr><td>Largest non-sequential cell family by area</td><td>adder cells</td></tr>
<tr><td>Share of synthesized cell area in and, or, nand and nor gates</td><td>0</td></tr>
<tr><td>Number of unique standard cell types used by synthesis</td><td>2</td></tr>
<tr><td>YS warnings</td><td>0</td></tr>
<tr><td>Top-area cell type share of the netlist area</td><td>0.681</td></tr>
<tr><td>XOR/XNOR share of the synthesized area</td><td>0</td></tr>
<tr><td>Adder and majority cell fraction of the synthesized area</td><td>0.681</td></tr>
<tr><td>Count of mapped cells out of synthesis</td><td>14</td></tr>
<tr><td>Top area cell types</td><td>sky130_fd_sc_hd__fa_1, sky130_fd_sc_hd__inv_1</td></tr>
<tr><td>Post-synthesis chip area from yosys</td><td>118 um^2</td></tr>
<tr><td>Mapped cell area</td><td>118 um^2</td></tr>
<tr><td>Post-synthesis compound-gate area fraction</td><td>0</td></tr>
<tr><td>Post-synthesis cell count from yosys</td><td>14</td></tr>
<tr><td>Multiplexer share</td><td>0</td></tr>
<tr><td>Post-synth top area cell</td><td>sky130_fd_sc_hd__fa_1</td></tr>
<tr><td>Post-synthesis area per instance</td><td>8.40 um^2</td></tr>
<tr><th colspan="2">Drt</th></tr>
<tr><td>Number of DRC violations after detailed-routing iteration 0</td><td>0</td></tr>
<tr><td>Residual DRC count</td><td>0</td></tr>
<tr><td>WL met3</td><td>71 um</td></tr>
<tr><td>Sum of routed wire length over all layers</td><td>453 um</td></tr>
<tr><td>Total number of vias</td><td>127</td></tr>
<tr><td>Met1 wire length</td><td>238 um</td></tr>
<tr><td>Number of iterations in the first detailed-routing pass</td><td>1</td></tr>
<tr><td>Post-route ant nets</td><td>0</td></tr>
<tr><td>Top layer reached by signal wires</td><td>met3</td></tr>
<tr><td>Number of vias per cell after detailed routing</td><td>1.72</td></tr>
<tr><td>Detailed-routed wire length on met2</td><td>143 um</td></tr>
<tr><td>Antenna diode count</td><td>0</td></tr>
<tr><td>Per-cell routed wire length</td><td>6.12 um</td></tr>
<tr><th colspan="2">Place</th></tr>
<tr><td>Estimated wirelength of the detail-placed design</td><td>435 um</td></tr>
<tr><td>Worst slack, placed</td><td>-0.207 ns</td></tr>
<tr><td>Cell count after placement</td><td>74</td></tr>
<tr><td>Final RePlAce weighted congestion</td><td>0.769</td></tr>
<tr><td>Port bufs</td><td>14</td></tr>
<tr><th colspan="2">Worst setup path</th></tr>
<tr><td>Worst Path Required</td><td>3.04 ns</td></tr>
<tr><td>Largest fanout on the critical path</td><td>1</td></tr>
<tr><td>Standard cell with the maximum stage delay on the critical path</td><td>sky130_fd_sc_hd__clkdlybuf4s50_1</td></tr>
<tr><td>Arr. time, crit path</td><td>2.90 ns</td></tr>
<tr><td>Cell class contributing the biggest share of worst-path delay</td><td>buffers and inverters</td></tr>
<tr><td>Startpoint type of the worst setup path</td><td>primary input</td></tr>
<tr><td>Ordered list of cells on the worst path</td><td>clkdlybuf4s50_1 &gt; inv_1 &gt; fa_2 &gt; inv_2 &gt; fa_2 &gt; fa_2 &gt; inv_1 &gt; fa_2 &gt; inv_1 &gt; clkdlybuf4s50_1</td></tr>
<tr><td>Cell repeated most along the worst path</td><td>sky130_fd_sc_hd__fa_2</td></tr>
<tr><td>Worst Path Buf+Inv</td><td>6</td></tr>
<tr><td>Worst setup EP type</td><td>output pin</td></tr>
<tr><td>Maximum single-stage delay on the critical path</td><td>0.46 ns</td></tr>
<tr><td>Worst Path Class, Setup</td><td>in2out</td></tr>
<tr><th colspan="2">CTS</th></tr>
<tr><td>Number of hold buffers added after cts</td><td>0</td></tr>
<tr><td>Post-CTS repair timing setup buffer count</td><td>0</td></tr>
<tr><th colspan="2">GRT</th></tr>
<tr><td>Overflow after GRT</td><td>0</td></tr>
<tr><td>Number of global-route vias before repair</td><td>142</td></tr>
<tr><td>Global-route wire length before repair</td><td>765 um</td></tr>
<tr><td>Antenna violations before repair</td><td>0</td></tr>
<tr><td>Maximum number of pins on one net before global-route repair</td><td>2</td></tr>
<tr><td>Total GRT Usage</td><td>0.0148</td></tr>
<tr><th colspan="2">Die</th></tr>
<tr><td>Std cell rows</td><td>21</td></tr>
<tr><td>Die Height</td><td>80 um</td></tr>
<tr><td>Die width</td><td>80 um</td></tr>
<tr><td>Chip area</td><td>0.00640 mm^2</td></tr>
<tr><td>Area of the core</td><td>0.00342 mm^2</td></tr>
<tr><td>Starting Density</td><td>0.0344</td></tr>
<tr><td>Number of top-level pins</td><td>14</td></tr>
<tr><th colspan="2">STA</th></tr>
<tr><td>Relative max-transition margin</td><td>0.929</td></tr>
<tr><td>Crit path time final</td><td>3.66 ns</td></tr>
<tr><td>Slew Limit Fails</td><td>0</td></tr>
<tr><td>Worst path setup slack after routing</td><td>0.135 ns</td></tr>
<tr><td>Cycle use final</td><td>0.964</td></tr>
<tr><td>Highest achievable clock rate</td><td>273 MHz</td></tr>
<tr><td>Actual slew at the worst max-slew pin</td><td>0.106 ns</td></tr>
<tr><td>Number of failing hold endpoints at the final stage</td><td>0</td></tr>
<tr><td>Unrepaired setup endpoints after global routing</td><td>no</td></tr>
<tr><td>Total setup violations reported at the end of the flow</td><td>0</td></tr>
<tr><th colspan="2">Layout</th></tr>
<tr><td>Clkbuf count</td><td>0</td></tr>
<tr><td>Final sequential cell count</td><td>0</td></tr>
<tr><td>Layout cell share with drive strength beyond 1</td><td>0.250</td></tr>
<tr><td>Area added between synthesis and finish</td><td>180%</td></tr>
<tr><td>Fillers</td><td>402</td></tr>
<tr><td>Non-filler instance count after layout</td><td>74</td></tr>
<tr><td>Sequential cell area</td><td>0 um^2</td></tr>
<tr><th colspan="2">Run</th></tr>
<tr><td># Max-Cap Violations</td><td>0</td></tr>
<tr><td>Number of warning messages in the logs</td><td>32</td></tr>
<tr><th colspan="2">Power</th></tr>
<tr><td>Peak VDD IR</td><td>0.0000368 V</td></tr>
<tr><td>Reported leakage power</td><td>0.000150 uW</td></tr>
<tr><td>Power per cell area</td><td>114 mW/mm^2</td></tr>
<tr><td>PnR Total Power</td><td>37.6 uW</td></tr>
<tr><th colspan="2">Outcome</th></tr>
<tr><td>Status</td><td>completed</td></tr>
<tr><th colspan="2">Hold path</th></tr>
<tr><td>Worst hold-check path type</td><td>in2out</td></tr>
</table>
[placed cells by master (no fill, tap or decap)]
cell | synthesis | final
sky130_fd_sc_hd__dlygate4sd2_1 | 0 | 1
sky130_fd_sc_hd__clkdlybuf4s50_1 | 0 | 11
sky130_fd_sc_hd__dlymetal6s2s_1 | 0 | 2
sky130_fd_sc_hd__fa_2 | 0 | 4
sky130_fd_sc_hd__inv_1 | 10 | 7
sky130_fd_sc_hd__inv_2 | 0 | 3
[metal layers]
metal  vias to the layer above  global-route usage
met3                         0             0.00455
li1                         60                   -
met2                        13              0.0201
met5                         -                   0
met1                        54              0.0234
met4                         0                   0
[through the flow]
stage / TNS (ns) / utilization / area (um^2) / hold WS (ns)
2_1_floorplan: 0 / - / 118 / 1.63
3_3_place_gp: -0.178 / 0.0923 / 315 / 2.56
3_5_place_dp: -0.251 / 0.0923 / 315 / 2.59
4_1_cts: 0 / 0.0949 / 324 / 2.46
5_1_grt: 0 / 0.0963 / 329 / 2.38
6_report: 0 / 0.0963 / 329 / 2.34
[cells in the mapped netlist]
cell type	number
sky130_fd_sc_hd__inv_1	10
sky130_fd_sc_hd__fa_1	4
[where the power goes]
| group | internal, uW | leakage, uW | switching (uW) |
|---|---|---|---|
| Clock | 0 | 0 | 0 |
| Sequential | 0 | 0 | 0 |
| Combinational | 26.2 | 0.000150 | 11.4 |
| Total | 26.2 | 0.000150 | 11.4 |
[timing repair]
item                       in CTS  in global routing
resized                         6                  4
setup endpoints to repair       2                  2
pin swaps                       2                  3
[worst paths after layout]
check	start	slack, ns	endpoint	cells after the start
worst min-delay path	B[0]	2.34	Sum[0]	5
worst max-delay path	A[0]	0.14	Cout	10
[layout make-up]
| cell class | instances | area, um^2 | area share |
|---|---|---|---|
| Timing Repair Buffer | 14 | 144 | 0.437 |
| Inverter | 10 | 37.5 | 0.114 |
| Tap cell | 46 | 57.6 | 0.175 |
| Multi-Input combinational cell | 4 | 90.1 | 0.274 |
[logic make-up after synthesis]
group / after synthesis
buffers and inverters: 10
adder cells (fa/ha/maj): 4
Power is estimated from default activity; no workload was simulated.
